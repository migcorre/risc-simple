===== design.v =====
module memory(
    input wire [4:0] address,  
    input wire write_enable,  
    input wire [31:0] data_in,  
    input wire clk,  
    output wire [31:0] data_out  
);
  reg [31:0] mem [0:31];  
  assign data_out = mem[address];
  always @(posedge clk) begin
      if (write_enable) begin
        mem[address] <= data_in;
      end
  end
  initial begin
    $dumpfile("memory.vcd");
    $dumpvars(0, memory);
    #1;
  end
endmodule

===== run.sh =====
#!/bin/bash
# OpenROAD 26Q1-2900-gdf79404cd8, Yosys 0.63+post, stock flow scripts
make -C /OpenROAD-flow-scripts/flow DESIGN_CONFIG=/design/flow/config.mk WORK_HOME=/design/flow/orfs finish

===== config.mk =====
export PLATFORM = sky130hd
export DESIGN_NAME = memory
export DESIGN_NICKNAME = memory
export VERILOG_FILES = /design/flow/design.v
export SDC_FILE = /design/flow/constraint.sdc
export NUM_CORES = 4
export LEC_CHECK = 1
export CORE_UTILIZATION = 40

===== constraint.sdc =====
current_design memory

set clk_period 4.4
set clk_io_pct 0.2

create_clock -name clk0 -period $clk_period [get_ports {clk}]

set non_clock_inputs [all_inputs -no_clocks]
set_input_delay [expr $clk_period * $clk_io_pct] -clock clk0 $non_clock_inputs
set_output_delay [expr $clk_period * $clk_io_pct] -clock clk0 [all_outputs]

==> run notes <==
Results of the run.

The number of I/O port buffers is 70. TritonCTS built the clock tree. The chip area line in the Yosys stat output reads 39,100 um2. The mean cell area of the mapped netlist is 18.84 um2.

Looking at the worst setup and hold paths, the clock pins of their registers show a slew of 60 ps. The share of cells above drive strength 1 is 0.1692. At the floorplan stage, the core utilization is reported as 0.4043. The post-detailed-placement half-perimeter wirelength is 56.32 mm.

The register with the most flip-flops in the layout has 1,024 of them. mem holds more flip-flops than any other register. The data arrival time reported for the critical path is 3470 ps. The count of nets left with antenna violations once routing finished came out at 0.

The number of global-route vias before repair is 21,157. Looking at the setup timing report, the critical path kind is in -> out. The synthesized netlist cell count is 2,075.

In this run the number of H-tree levels came out at 3. The number of CTS-inserted buffers is 100. The final-report max-slew violation count is 0. According to the hold report, the worst path is of the in -> reg type. The area of the core region is 96,710 um2. The area after detailed placement is 43,040 um2. Traced cell by cell, the critical path runs through clkdlybuf4s50_1, buf_4, or4_4, buf_12, o22ai_1, nor4_2, buf_4, nand2_1, clkdlybuf4s50_1. The proportion of netlist area held by the largest area contributor is 0.7864. The leakage power is 0.01604 uW. 0 antenna diodes ended up in the layout.

STA classifies the critical path startpoint as an input pin. Hold timing on the final database bottoms out at a slack of 1008 ps. The first routing iteration left 1,065 violations. The I/O pin total is 71. The sequential standard cell area is 30,750 um2. In the final layout, the registers with the most flip-flops are mem (1024). Summed over all layers, the global routing overflow is 0.

The remaining max-slew budget at the tightest pin is 0.3597. Per the detail_route log, met3 wirelength is 15.95 mm. In this run the maximum-capacitance check reported violations numbering 0.

The final cell area excluding filler cells is 46,400 um2. The cell area that synthesis handed to floorplanning was 39,100 um2. Counting tap cells, the placed design contains a total of 3,498 instances.

The slowest stage of the critical path is the clkdlybuf4s50_1 cell. The required time at the worst-slack endpoint is 3520 ps. The detailed-routed wire length on met2 is 44.45 mm.

The area added between synthesis and finish is 18.66%. The peak supply drop is 343.4 uV. The tally of OpenROAD warnings is 26. The standard-cell row count is 114.

The initial antenna violation count was 2. The top achievable clock speed is 0.2301 GHz. The power per unit of standard cell area is 433.6 nW/um2. The number of search-and-repair iterations in the first detailed-routing pass is 5. After clock tree synthesis, the flow added hold-fix buffers numbering 0. Detailed routing inserted a total of 20,063 vias.

The endpoint of the worst hold path is reported as mem[9][2]$_DFFE_PP_. The cell count listed in synth_stat.txt is 2,075. The highest signal layer in the routed design is met5. Per STA, the highest per-stage delay on the worst path measures 530 ps.

For this block, wires on met1 add up to 32.00 mm. The synthesis report lists the most area-consuming cells as edfxtp_1, mux2i_1, o22ai_1, buf_2, nor4_1. In the routed design, unresolved DRC markers number 0. The final layout report lists a filler cell count of 7,766. The global routing usage summed across all routing layers is 0.2118. For this run, the register share of the synthesized area comes to 0.7864. Endpoints with negative setup slack in the final report add up to 0. TritonCTS reports the number of clock sinks as 1,024. Of all cell types, the one taking the most synthesized area is edfxtp_1. The area of the chip is 99,010 um2. Entering global routing, the biggest net connects 46 pins. The global placement routability congestion is 0.8624. The number of vias per cell is 5.450. The total wire length is 94.78 mm.

The final standard cell utilization of the core is 0.4798. The die span in x is 314.7 um. The Yosys step of the flow raised 3 warnings. The first-pass GRT wire length is 137.4 mm. The share of the clock period used by the worst path is 0.9877. The synthesis stat section lists a flop and latch total of 1,024. The non-filler instance count after layout is 3,681. Endpoints failing hold in the final report were tallied at 0. The gate-level netlist out of Yosys references 22 unique cell types.

STA classifies the critical path endpoint as an output pin. The maximum clock insertion buffer count is 3. The clock tree root buffer cell is clkbuf_16. The flow ran to the end, and the final reports show no timing, DRC or antenna violations. The critical hold path startpoint is data_in[2]. The maximum fanout along the worst path is 25. The y dimension of the die is 314.7 um. The actual transition at the worst max-transition pin is 957.4 ps. The average detailed-routed wire length per instance is 25.75 um. In the hold timing report, the worst path depth is 2.

Per the layout area report, the combinational gate area comes to 8084 um2. The minimum clock period is 4346 ps.
## per-layer routing
metal	vias up	GRT usage
li1	8984	-
met3	138	0.1646
met1	9756	0.2564
met5	-	0.001451
met2	1179	0.3097
met4	6	0.04325
## power breakdown
part	internal (uW)	switching, uW
clock network	4680	3510
logic	440	606
registers	10900	23.3
total	16000	4140
## how the worst max path moves through the flow
stage / end / start / cells past startpoint
CTS: data_out[15] / address[4] / 10
global route: data_out[15] / address[0] / 10
finish: data_out[6] / address[3] / 9
## metrics by stage
stage | total power, uW | worst slack, ps | TNS, ps
after CTS | 20270 | 6.167 | 0
after floorplan | 11550 | 706.2 | 0
final | 20120 | 54.04 | 0
after detailed placement | 12120 | -298.7 | -936.4
after global routing | 20720 | -5.812 | -5.812
after global placement | 12110 | -300.5 | -897.6
## cell type report
class,count,share of cell area
clock buffers,122,0.05617
clock inverters,59,0.01195
multi-input cells,925,0.1742
flip-flops and latches,1024,0.6627
well taps,1276,0.03441
repair buffers,275,0.06051
## cell usage after synthesis
master	number
or4b_4	3
nand2_1	34
buf_1	1
nand4b_1	4
buf_4	2
nand4bb_1	6
or4b_1	1
or3b_2	3
clkbuf_1	23
or3_1	1
or4_4	1
o22ai_1	256
buf_6	19
nand3b_1	4
nor3_1	4
nor2_1	29
nand3_1	2
edfxtp_1	1024
buf_2	81
nor4_1	64
mux2i_1	512
nand4_1	1
## cells by family (layout without fill, tap and decap cells)
kind of cell           Yosys count  count (layout)  share of synthesized area
DFF                           1024            1024                     0.7864
muxes                          512             512                     0.1311
and+or+nand+nor                157             157                    0.02304
AOI/OAI and AO/OA              256             256                    0.04096
buffers and inverters          126             456                    0.01853
## critical path, delay by kind of cell
family                 cells  cell delay, ps
buffers and inverters      5            1590
AND/OR/NAND/NOR            3             690
AND-OR/OR-AND              1             300
## layout by cell type, fill, tap and decap left out, types with 4 or more instances in the layout
cell type,netlist,layout
clkinv_2,0,16
nor3_4,0,4
edfxtp_1,1024,1024
nor4_1,64,50
clkbuf_1,23,21
nand2_1,34,34
o22ai_2,0,6
nor2_4,0,28
or4b_4,3,4
clkdlybuf4s50_1,0,68
nand4b_1,4,4
clkbuf_16,0,101
buf_4,2,157
buf_12,0,43
nor4_2,0,12
mux2i_1,512,512
buf_6,19,4
nand3b_1,4,4
clkinv_1,0,26
nand4bb_2,0,5
bufinv_16,0,8
o22ai_1,256,249
## timing repair
item | 4_1_cts | 5_1_grt
gates resized | 13 | 19
buffers inserted | 0 | 2
gates cloned | 0 | 0
endpoints found under the hold margin | 0 | 0
pin swaps | 1 | 1
setup endpoints to repair | 11 | 28
Power is estimated from default activity; no workload was simulated.
