### ./design.v
module registers (
    input  clock,
    input  we,
    input  [4:0] reg_to_write_addr,
    input  [4:0] reg_stored_1_addr,
    input  [4:0] reg_stored_2_addr,
    input  [31:0] reg_to_write_data,
    output [31:0] reg_stored_1_data,
    output [31:0] reg_stored_2_data
);
    logic [31:0] regs [0:31];
    assign reg_stored_1_data = regs[reg_stored_1_addr];
    assign reg_stored_2_data = regs[reg_stored_2_addr];
    initial regs[0] = 32'b0;
    always @(posedge clock)
        if (we && (reg_to_write_addr != 5'b0)) 
		regs[reg_to_write_addr] <= reg_to_write_data;
  initial begin
    $dumpfile("registers.vcd");
    $dumpvars(0, registers);
    #1;
  end
endmodule
### ./run.sh
#!/bin/bash
# OpenROAD 26Q1-2900-gdf79404cd8, Yosys 0.63+post, stock flow scripts
make -C /OpenROAD-flow-scripts/flow DESIGN_CONFIG=/design/flow/config.mk WORK_HOME=/design/flow/orfs finish
### ./config.mk
export PLATFORM = sky130hd
export DESIGN_NAME = registers
export DESIGN_NICKNAME = registers
export VERILOG_FILES = /design/flow/design.v
export SDC_FILE = /design/flow/constraint.sdc
export NUM_CORES = 4
export LEC_CHECK = 1
export CORE_UTILIZATION = 40
### ./constraint.sdc
current_design registers

set clk_period 7.5
set clk_io_pct 0.2

create_clock -name clk0 -period $clk_period [get_ports {clock}]

set non_clock_inputs [all_inputs -no_clocks]
set_input_delay [expr $clk_period * $clk_io_pct] -clock clk0 $non_clock_inputs
set_output_delay [expr $clk_period * $clk_io_pct] -clock clk0 [all_outputs]
==> results.toml <==
# flow metrics
[setup_path]
cpPeakStageDelay_ns = 0.71
cp.arrival_ns = 4.63
path_class = "in -> out"
crit_required_ns = 6.00
cpMostUsedCell = "clkdlybuf4s50_1"
critPathSlowestCell = "clkdlybuf4s50_1"
end_kind = "output pin"
crit_path_max_fanout = 50
critPathLaunchType = "input pin"
crit_chain = "clkdlybuf4s50_1 > nor2b_4 > buf_12 > a22o_1 > nor3_1 > a31oi_1 > nand3_1 > clkdlybuf4s50_1"

[sta]
setup_tns_ns = 0
finalSetupViolations = 0
fin_ws_ns = 1.37
slew_violations = 0
slew_headroom = 0.384
rsz0062_at_grt = "no"
max_freq_mhz = 163
period_needed_ns = 6.13
fin_crit_sh = 0.818
finalHoldViolations = 0
tightest_slew_ns = 0.925

[placed_design]
placed_area_sq_um = 52300
place.gp.congestion = 0.894
port_buffers = 112
dp_hpwl_um = 89400
pre_cts_slack_ns = 1.38
place_inst = 5040

[pwr]
pwr-share-comb = 0.096
p_leak_uw = 0.0204
p_switching_uw = 2970
intPower_uw = 9760
swShare = 0.234
max-vdd-ir-drop_uv = 172
power.density_nw_per_um2 = 229
p_seq_frac = 0.504
clockPowerShare = 0.400

[global_route]
antenna_found_initial = 5
grt_pass1_vias = 31700
grt_max_degree = 85
grt_pass1_wl_um = 223000
grt.total_usage = 0.273
grt.overflow.total = 0

[cells_and_area]
final_cell_area_sq_um = 55600
areaGrowthSynthToFinish_pct = 14.0
drive_above_1_share = 0.0940
largest-register = "regs"
largestRegisters = "regs (1024)"
largest_reg_flops = 1024
fin_cells = 5232

[routing]
drcViolationCount = 0
final_antenna_net_count = 0
drt_iter0_drc = 2248
vias_per_cell = 5.94
wl_per_cell_um = 30.0
vias = 31100
wirelength_um = 157000
drt_pre_antenna_iters = 5

[clock_tree]
cts_htree_levels = 3
cts_setup_buffers = 0
cts_buffer_depth = 3
cts_tree = "built"
holdBufCountCts = 0
clock-sinks = 1024
cts-root-buf = "clkbuf_16"
ctsResizeCount = 0
path_clk_slew_ns = 0.06
numCtsBuffers = 105

[floorplan]
chipHeight_um = 351
chipArea_sq_um = 123000
dieWidth_um = 351
initCoreUtil = 0.405
pin_count = 113
rows = 127
core_sq_um = 120000

[synthesis]
yosys_warnings = 3
yosysSeqAreaShare = 0.631
synth.avg_cell_area_sq_um = 14.4
synthTopCellsByArea = "edfxtp_1 (63%), mux2i_1 (21%), a22oi_1 (3.0%)"
ys_area_sq_um = 48800
ys_cells = 3386
synth_cell_type_count = 24
yosys-top-cells-count = "edfxtp_1 (1,024), mux2i_1 (1,024), nand2_1 (195), nand3_1 (194)"
yosys.area.top_type = "edfxtp_1"
top_area_frac = 0.631
synth_area_sq_um = 48800
synth_async_sr_flop_share = 0
ff_type = "edfxtp_1"
ys_ff = 1024
syn_inst = 3386
edf_count = 1024

[run]
drv_cap = 0
warnings = 26

[min_path]
min_path_type = "in -> reg"

[run_status]
status = "complete, no violations"
==> layer usage <==
layer | global-route usage | share of wire
met1 | 0.357 | 0.37
met3 | 0.146 | 0.13
met4 | 0.0687 | 0.032
met5 | 0.00706 | 0.00047
met2 | 0.415 | 0.47
==> power groups by stage <==
stage	Sequential [uW]	Combinational [uW]	Clock, uW
CTS	6410	1210	5170
global route	6420	1290	5380
finish	6410	1220	5100
==> critical path, delay by kind of cell <==
| kind | cells | cell delay (ns) |
|---|---|---|
| AOI/OAI and AO/OA | 2 | 0.57 |
| and+or+nand+nor | 3 | 0.92 |
| buffers and inverters | 3 | 1.57 |
==> per-stage QoR <==
stage,hold WS [ns],total power [uW],util
finish,1.63,12700,0.461
global route,1.64,13100,0.461
CTS,1.61,12800,0.461
detailed placement,2.34,7740,0.434
global placement,2.33,7740,0.434
floorplan,1.60,7200,-
==> cell families after synthesis <==
kind of cell,Yosys count,synth area share
flip-flops,1024,0.631
buffers and inverters,253,0.0315
multiplexers,1024,0.210
other,1,0.0000769
AND/OR/NAND/NOR,508,0.0471
AND-OR/OR-AND,576,0.0805
==> area by class of cell <==
cell class              count  area, sq um
diodes                      3         7.51
clock buffers             132         2770
clock inverters            57          529
fillers                 10500        64900
multi-input cells        2140        16900
flip-flops and latches   1024        30700
well taps                1612         2020
repair buffers            264         2600
==> cells in the final DEF (no fill, tap or decap), types with 25 or more instances in the layout <==
cell type / netlist / layout
mux2i_1: 1024 / 1024
edfxtp_1: 1024 / 1024
nand3_1: 194 / 194
nand2_1: 195 / 193
a22oi_1: 192 / 192
a21oi_1: 192 / 192
a22o_1: 128 / 128
buf_4: 57 / 126
clkdlybuf4s50_1: 0 / 110
clkbuf_16: 0 / 107
nor3_1: 64 / 64
a31oi_1: 64 / 64
nor2_4: 0 / 33
conb_1: 1 / 32
clkinv_1: 0 / 28
buf_12: 0 / 26
clkbuf_1: 82 / 25
==> final timing paths <==
check	start	end	slack (ns)	cells after the start
max	reg_stored_2_addr[2]	reg_stored_2_data[8]	1.37	8
min	reg_to_write_data[2]	regs[30][2]	1.63	2
Power is estimated from default activity; no workload was simulated.
