## flow/design.v

```verilog
module alu (
    input signed   [31:0] input_a,
    input signed [31:0] input_b,
    input   [3:0]  op_code,
    output logic [31:0] result
);
    always @* begin
        case (op_code)
           4'b0000:   result = input_a +    input_b;  
           4'b1000:    result = input_a -    input_b;  
           4'b0001:    result = input_a <<   input_b[4:0];  
           4'b0111:    result = input_a >>   input_b[4:0];  
           4'b1000:    result = input_a >>>  input_b[4:0];  
           4'b1111:    result = {31'b0, input_a == input_b};  
           4'b0010:    result = {31'b0, input_a < input_b};  
           4'b0011:   result = {31'b0, $unsigned(input_a) < $unsigned(input_b)};  
           4'b0100:    result = input_a ^    input_b;  
           4'b1010:     result = input_a |    input_b;  
           4'b1011:    result = input_a &    input_b;  
            default: result= 32'b0;
        endcase
    end
  initial begin
    $dumpfile("alu.vcd");
    $dumpvars(0, alu);
    #1;
  end
endmodule
```

## flow/run.sh

```bash
#!/bin/bash
# OpenROAD 26Q1-2900-gdf79404cd8, Yosys 0.63+post, stock flow scripts
make -C /OpenROAD-flow-scripts/flow DESIGN_CONFIG=/design/flow/config.mk WORK_HOME=/design/flow/orfs finish
```

## flow/config.mk

```make
export PLATFORM = sky130hd
export DESIGN_NAME = alu
export DESIGN_NICKNAME = alu
export VERILOG_FILES = /design/flow/design.v
export SDC_FILE = /design/flow/constraint.sdc
export NUM_CORES = 4
export LEC_CHECK = 1
export CORE_UTILIZATION = 40
```

## flow/constraint.sdc

```tcl
current_design alu

set clk_period 18.0
set clk_io_pct 0.2

create_clock -name clk0 -period $clk_period

set non_clock_inputs [all_inputs -no_clocks]
set_input_delay [expr $clk_period * $clk_io_pct] -clock clk0 $non_clock_inputs
set_output_delay [expr $clk_period * $clk_io_pct] -clock clk0 [all_outputs]
```

==> qor.csv <==
stage,metric,value,unit
run_status,status,"finished, final reports clean",
timing,min_period,12.15,ns
pwr,sw_frac_of_total,0.613,
cells_and_area,area.sequential,0,um2
drt,wl_per_cell,26.8,um
timing,fmax,0.0823,GHz
cells_and_area,area_growth,13.1,%
global_routing,grtUsageTotal,0.382,
drt,drt_wl_total,41.4,mm
pwr,p_clk_frac,0,
setup_path,path_class,in -> out,
synth,synthDistinctLibCells,88,
timing,tightest_slew,1.13,ns
pwr,p_sw,193,uW
setup_path,cpMaxStageDelayCell,o41ai_1,
floorplan,io_pins,100,
timing,setup_tns,0,ns
timing,max_slew_margin,0.237,
pwr,combPwrFrac,1.000,
synth,topCellsByArea,"ha_1 (15%), mux4_2 (9.3%), a21oi_1 (6.6%)",
pwr,seq_power_share,0,
floorplan,std_cell_rows,52,
place,place_inst,1543,
global_routing,grt_pass1_wl,61.2,mm
drt,ant_nets,0,
pwr,p_int,122,uW
place,dp_hpwl,32.9,mm
timing,slew_violations,0,
place,portBuffers,100,
pwr,p_per_area,32.9,mW/mm2
timing,setup_viol,0,
setup_path,worst-endpoint-required,14.40,ns
cells_and_area,fin_util,0.468,
setup_path,crit_path_start_kind,input pin,
setup_path,cpPeakStageDelay,0.97,ns
synth,avgSynthCellArea,6.78,um2
timing,min_period_over_period,0.675,
floorplan,core-area,0.0205,mm2
synth,top_area_frac,0.146,
run,warning_count,99,
global_routing,antenna_found_initial,0,
cells_and_area,flops,0,
synth,ys_cells,1250,
drt,dr.pass1.iters,6,
global_routing,grt_max_degree,58,
cts,cts_resized,0,
place,gp_congestion,1.05,
cts,post_cts_buffers,0,
drt,drc,0,
synth,synthesis.area,0.00847,mm2
synth,ys_seq_frac,0,
drt,drtIter0Drc,1359,
timing,rsz0062_at_grt,false,
global_routing,grt_pass1_vias,9582,
global_routing,grt-ovfl-total,0,
pwr,power,315,uW
synth,ys_warn_count,3,
timing,hold_slack,8.40,ns
floorplan,die_height,148,um
setup_path,crit_path_cell_trace,"buf_2, buf_4, inv_1, buf_4, fa_1, inv_1, a21oi_1, o21ai_1, a311oi_1, o41ai_1, a211oi_1, a211oi_1, or3_1, o211ai_1, clkdlybuf4s50_1",
floorplan,die_area,0.0218,mm2
setup_path,critPathCaptureType,primary output,
synth,top_cells_by_count,"nand2_1 (114), a21oi_1 (112), nor2_1 (112), inv_1 (101), ha_1 (99)",
run,cap_violations,0,
pwr,ir_drop,12.3,uV
setup_path,arrival,8.55,ns
drt,vias,10600,
drt,detail_route.vias_per_cell,6.88,
min_path,hold_class,in -> out,
floorplan,die_w,148,um
cells_and_area,n_clock_buffer,0,
synth,most_common_cell,nand2_1,
synth,synth_area_leader_cell,ha_1,
pwr,p_leak,4.01,nW
cts,postCtsHoldBufs,0,
timing,finalHoldViolations,0,
cells_and_area,drive_above_1_share,0.0738,
floorplan,floorplan.core_util,0.413,
synth,synthCells,1250,
drt,diodes,0,
synth,yosys_area,0.00847,mm2
cells_and_area,final_cells,1543,
setup_path,cp_max_fo,36,
[metrics by stage]
stage	setup WS [ns]	area, um2
after global routing	5.69	9580
final	5.85	9580
after detailed placement	6.05	9580
after CTS	6.03	9580
after floorplan	7.25	8470
after global placement	6.10	9580
[cells by family (layout without fill, tap and decap cells)]
family | count (synthesis) | count (layout) | synth area share
AOI/OAI and AO/OA | 485 | 485 | 0.388
and+or+nand+nor | 359 | 359 | 0.197
buffers and inverters | 208 | 231 | 0.0957
adders and majority gates | 101 | 101 | 0.151
muxes | 89 | 89 | 0.161
xor gates and xnor gates | 8 | 8 | 0.00827
[per-layer routing]
layer / GRT usage / part of all wire
met1: 0.592 / 0.43
met2: 0.537 / 0.42
met3: 0.0844 / 0.13
met4: 0.0876 / 0.027
met5: 0 / 0
[power groups by stage]
stage	Combinational, mW	Clock, mW	Sequential (mW)
after CTS	0.305	0	0
after global routing	0.335	0	0
final	0.315	0	0
[critical path, delay by kind of cell]
family          cells  cell delay (ns)
fa+ha+maj           1             0.46
simple gates        1             0.16
buf+inv             6             1.92
compound gates      7             2.37
[layout make-up]
cell class	count	area (um2)
fillers	2166	10900
inverters	106	398
multi-input cells	1042	7670
well taps	270	338
repair buffers	125	1170
[cell usage in the layout (no fill, tap or decap), drive strengths merged, types with 15 or more instances in the layout]
master and n:
ha 99, nand2 114, a211oi 34, a221oi 20
nor4 15, a21o 24, a22oi 26, nor3 23
o22ai 21, o21ai 96, nand3 19, mux4 36
a21oi 112, clkdlybuf4s50 96, nor2 112, o211ai 17
mux2i 42, inv 106, o221ai 15, buf 29
a31oi 16
[path summary, 6_finish.rpt]
kind | endpoint | startpoint | slack (ns) | cells after the start
worst min-delay path | result[3] | input_b[3] | 8.40 | 5
worst max-delay path | result[24] | input_b[1] | 5.85 | 15
No activity file was given, so power comes from the tool's default toggle rates.
